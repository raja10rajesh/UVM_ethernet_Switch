**./design.v**
```verilog
module eth_fifo(clk,reset_n,write_en,read_en,data_in,data_out,empty,full);
parameter FIFO_W = 8;
parameter FIFO_D = 16;
input  clk,reset_n,write_en,read_en;
input [FIFO_W-1:0] data_in;
output [FIFO_W-1:0] data_out;
output empty,full;
wire clk; 
wire write_en; 
wire read_en; 
wire [FIFO_W-1:0] data_in; 
reg [FIFO_W-1:0] data_out; 
wire empty; 
wire full; 
reg [FIFO_W-1:0] mem[0:FIFO_D]; 
reg tmp_empty; 
reg tmp_full; 
integer front_ptr;
integer end_ptr;
assign empty = tmp_empty; 
assign full = tmp_full; 
always @(posedge clk)
begin
    if(!reset_n)
    begin
        if((write_en == 1'b1)&&(full == 1'b0))
        begin
            mem[front_ptr] = data_in;
            tmp_empty <= 1'b0;
            front_ptr = (front_ptr+1) % FIFO_D;
            if(end_ptr == front_ptr)
            begin
                tmp_full <= 1'b1;
            end
        end
        if((read_en == 1'b1) && (empty == 1'b0))
        begin
            data_out <= mem[end_ptr];
            tmp_full <= 1'b0;
            end_ptr<= (end_ptr+1)%FIFO_D;
            if(end_ptr == front_ptr)
            begin
                tmp_empty <=1'b1;
            end
        end
    end 
    else
    begin
        data_out <= 0;
        tmp_empty <= 1'b1; 
        tmp_full <= 1'b0; 
        front_ptr <= 0; 
        end_ptr <= 0; 
    end
end
endmodule
module eth_fsm(clk,reset_n,inData,inSop,inEop,outWrEn,outData);
input clk,reset_n,inSop,inEop;
input [31:0] inData;
output outWrEn;
output[33:0] outData;
reg outWrEn;
reg [33:0] outData;
parameter PORTA_ADDR = 'hABCD;
parameter PORTB_ADDR = 'hBEEF;
reg[2:0] nState;
reg[2:0] pState;
parameter IDLE = 3'b000;
parameter DEST_ADDR_RCVD = 3'b001;
parameter DATA_RCV = 3'b010;
parameter DONE = 3'b011;
reg[31:0] dest_addr;
reg[31:0] src_addr;
reg[33:0] data_word;
reg inSop_d;
reg inEop_d;
reg[31:0] inData_d;
always @(pState or inSop or inEop or inData ) begin
  nState = IDLE;
  case(pState) 
    IDLE: begin
      if(inSop ==1) begin
        dest_addr=inData;
        nState = DEST_ADDR_RCVD;
      end else begin
        nState = IDLE;
      end
    end
    DEST_ADDR_RCVD: begin
      src_addr = inData;
      nState=DATA_RCV;
    end
    DATA_RCV: begin
      if(inEop) begin 
        nState = DONE;
      end else begin
        nState = DATA_RCV;
      end
    end
    DONE: begin
        nState = IDLE;
    end
  endcase
end
always @(posedge clk) begin
  pState <= nState;
  inSop_d <= inSop;
  inEop_d <= inEop;
  inData_d <= inData;
end
always @(posedge clk) begin
  if(reset_n==0) begin
    outWrEn <=1'b0;
  end else if(pState != IDLE) begin
    outWrEn <=1'b1;
    outData = {inEop_d, inSop_d, inData_d};
  end else begin
    outWrEn <=1'b0;
  end
end
endmodule
module eth_sw2x2(clk,reset_n,inDataA,inSopA,inEopA,inDataB,inSopB,inEopB,outDataA, outSopA,outEopA, outDataB, outSopB,outEopB,portAStall,portBStall);
  input clk,reset_n,inSopA,inEopA,inSopB,inEopB;
  output  outSopA,outEopA,outSopB,outEopB,portAStall, portBStall;
  input [31:0] inDataA;
  input [31:0] inDataB;
  output  [31:0] outDataA; 
  output [31:0] outDataB; 
  reg [31:0] outDataA;
  reg outSopA;
  reg outEopA;
  reg [31:0] outDataB;
  reg outSopB;
  reg outEopB;
  reg portAStall;
  reg portBStall;
parameter PORTA_ADDR = 'hABCD;
parameter PORTB_ADDR = 'hBEEF;
wire fifo_wr_en[1:0];
wire[33:0] fifo_wr_data[1:0];
wire[33:0] fifo_rddata[1:0];
wire fifo_empty[1:0];
wire fifo_full[1:0];
reg fifo_rd_en[1:0];
eth_fifo #(.FIFO_D(32), .FIFO_W(34))
 inA_queue(.clk(clk),.reset_n(reset_n),.write_en(fifo_wr_en[0]),
  .read_en(fifo_rd_en[0]),.data_in(fifo_wr_data[0]),.data_out(fifo_rddata[0]),
  .empty(fifo_empty[0]),.full(fifo_full[0]));
eth_fifo #(.FIFO_D(32), .FIFO_W(34))
inB_queue(.clk(clk),.reset_n(reset_n),.write_en(fifo_wr_en[1]),
   .read_en(fifo_rd_en[1]),.data_in(fifo_wr_data[1]),.data_out(fifo_rddata[1]),
   .empty(fifo_empty[1]),.full(fifo_full[1]));
eth_fsm		portA_fsm(
  				.clk(clk),
  				.reset_n(reset_n),
  				.inData(inDataA),
  				.inSop(inSopA),
  				.inEop(inEopA),
  				.outWrEn(fifo_wr_en[0]),
  				.outData(fifo_wr_data[0]));
eth_fsm 	portB_fsm(				
    			.clk(clk), 				
                .reset_n(reset_n), 
                .inData(inDataB), 
                .inSop(inSopB),
                .inEop(inEopB),
                .outWrEn(fifo_wr_en[1]),
                .outData(fifo_wr_data[1]));
reg read_fifo_head[1:0];
reg read_fifo_data[1:0];
reg port_busy[1:0];
reg[1:0] dest_port[1:0];
integer i;
always @(posedge clk) 
	begin
	   if(!reset_n)
	   begin
	       for(i=0; i <2; i=i+1)
	       begin
	           read_fifo_head[i] <= 1'b1;
			   read_fifo_data[i] <=1'b0;
			   dest_port[i] <= 'b11; 
			   port_busy[i]='b0;
		   end
		   outDataA <='b0;
		   outDataB <='b0;
		   outSopA <='b0;
		   outSopB <='b0;
		   outEopA <='b0;
		   outEopB <='b0;
	   end 
	   else 
	   begin
	       outSopA <='b0;
		   outSopB <='b0;
		   outEopA <='b0;
		   outEopB <='b0;
		   for(i=0; i <2; i=i+1)
		   begin
		      if(read_fifo_head[i] &&  ~fifo_empty[i])
		      begin
		          fifo_rd_en[i]<=1'b1;
				  read_fifo_head[i]<=1'b0;
				  read_fifo_data[i] <=1'b1;
			  end
			  else if (read_fifo_data[i] && ~fifo_full[i])
			  begin
			     if(fifo_rddata[i][32])
			     begin
			         dest_port[i] = (fifo_rddata[i][31:0]==PORTB_ADDR) ? 'b01: 'b00;
					   if(port_busy[dest_port[i]])
					   begin
					       fifo_rd_en[i] <=1'b0; 
					   end 
					   else
					   begin
					       fifo_rd_en[i] <=1'b1;
					       port_busy[dest_port[i]] <=1'b1; 
						end
				  end
				  else if(fifo_rddata[i][33])
				  begin
				    fifo_rd_en[i]<=1'b0;
					read_fifo_data[i] <=1'b0;
					read_fifo_head[i]<=1'b1;
					port_busy[dest_port[i]] <=1'b0; 
				  end 
				  else 
				  begin
				    fifo_rd_en[i]<=1'b1;
				  end
				  if(dest_port[i] ==0) 
				  begin
				    outDataA <= fifo_rddata[i][31:0];
					outSopA <= fifo_rddata[i][32];
					outEopA <= fifo_rddata[i][33];
				  end
				  if(dest_port[i] ==1) 
				  begin
				    outDataB <= fifo_rddata[i][31:0];
					outSopB <= fifo_rddata[i][32];
					outEopB <= fifo_rddata[i][33];
				  end
				end
		    end
		end
	end
always @(posedge clk) 
begin
  if(reset_n==0) 
  begin
    portAStall<=0;
    portBStall<=0;
  end
  else 
  begin
    portAStall<=fifo_full[0];
    portBStall<=fifo_full[1];
  end
end
endmodule
```
**./run.sh**
```bash
#!/bin/bash
# OpenROAD 26Q1-2900-gdf79404cd8, Yosys 0.63+post, stock flow scripts
make -C /OpenROAD-flow-scripts/flow DESIGN_CONFIG=/design/flow/config.mk WORK_HOME=/design/flow/orfs finish
```
**./config.mk**
```make
export PLATFORM = sky130hd
export DESIGN_NAME = eth_sw2x2
export DESIGN_NICKNAME = eth_sw2x2
export VERILOG_FILES = /design/flow/design.v
export SDC_FILE = /design/flow/constraint.sdc
export NUM_CORES = 4
export LEC_CHECK = 1
export CORE_UTILIZATION = 30
```
**./constraint.sdc**
```tcl
current_design eth_sw2x2

set clk_period 15.1
set clk_io_pct 0.2

create_clock -name clk0 -period $clk_period [get_ports {clk}]

set non_clock_inputs [all_inputs -no_clocks]
set_input_delay [expr $clk_period * $clk_io_pct] -clock clk0 $non_clock_inputs
set_output_delay [expr $clk_period * $clk_io_pct] -clock clk0 [all_outputs]
```
==> out/metrics.yaml <==
status:
  result_of_the_run: "complete, but fails checks"
  violations: "max-capacitance violations, max-slew violations"
flow_run:
  log.warning_count: 56
  cap_violations: 1
cts:
  root_buffer: "clkbuf_16"
  cts.repair_timing.setup_buffer_count: 0
  cts_inserted_buffers: 290
  clk_latency_ns: 0.92
  clkSinkCount: 2616
  clockBufferDepth: 4
  tritoncts: "built"
  clk_pin_slew_worst_paths_ns: 0.06
  ctsResizeCount: 0
  h-tree-depth: 5
  cts_hold_repair_buffers: 0
yosys:
  ys_top_cells_by_count: "edfxtp_1 (2314), mux2_2 (1929), clkbuf_1 (619)"
  netlist_logic_family_top: "multiplexers"
  syn-mean-instance-area_um2: 13.5
  enable_flop_cells: 2314
  ys_sh_aoi: 0.108
  synth_xor_xnor_area_share: 0.00232
  yosysWarnings: 14
  synthSimpleGateAreaFrac: 0.0697
  ys_cells: 9195
  synth_top_area_share: 0.558
  yosys-top-cells-area: "edfxtp_1 (56%), mux2_2 (17%), dfxtp_1 (4.9%), a22oi_1 (3.3%), clkbuf_1 (1.9%)"
  netlist.top_cell.by_area: "edfxtp_1"
  synth-async-reset-ratio: 0
  synth_dominant_cell_count: "edfxtp_1"
  fa_ha_area_frac: 0.00241
  netlist_instances: 9195
  synth_seq_share: 0.607
  synth.ff_latch_count: 2616
  synth-main-ff-cell: "edfxtp_1"
  mux_share: 0.182
  mappedNetlistArea_um2: 124000
  yosys_area_um2: 124000
  synth.distinct_cells: 92
routing:
  wire_per_inst_um: 30.4
  totalWireLength_um: 453000
  routed_via_density: 5.79
  remaining_drc_errors: 0
  drt-pass1-iter-count: 8
  routed-via-count: 86400
  antenna_left: 0
  drtIter0Drc: 7166
final_timing:
  final.min_clock_period_ns: 6.59
  min_period_over_period: 0.437
  setup_total_negative_slack_ns: 0
  fmaxAchievable_mhz: 152
  rsz0062_at_grt: "no"
  tightest_slew_ns: 1.49
  finalMaxSlewViolations: 1
  skew_ns: 0.0383
  finalHoldViolations: 0
  max_slew_margin: -0.00496
  setup_viol_count_final: 0
  whs_ns: 0.400
  setup_ws_ns: 8.51
placement:
  detailedPlacementHpwl_um: 263000
  gp_congestion: 0.903
  port-buffer-count: 139
  preCtsSetupSlack_ns: 7.66
global_routing:
  first_global_vias: 87700
  grt_first_pass_wirelength_um: 640000
  grt_start_max_net_pins: 143
  grt-ovfl-total: 0
  groute.usage.overall: 0.224
  antenna_found_initial: 9
floorplanning:
  initCoreUtil: 0.301
  die.size.x_um: 646
  die_area_um2: 418000
  core_region_area_um2: 413000
  die_h_um: 646
  number_of_rows_in_the_core_area: 236
  io_pins: 140
worst_setup_path:
  worst_ep_arrival_time_ns: 7.43
  worst_setup_start_kind: "input port"
  critical_path_peak_fanout: 111
  cp_data_required_time_ns: 15.94
  criticalPathCategory: "in2reg"
  reg2reg_setup_slack_ns: 9.70
  timing.critical_path.to_type: "flop"
power:
  power.density_nw_per_um2: 126
  design_power_total_w: 0.0180
  static-leakage-power_nw: 47.7
  peakVddDrop_mv: 0.0942
layout:
  sequential_cell_area_um2: 75500
  post_route_cells_drive_above_1_share: 0.308
  mi_comb_area_um2: 46000
  post-route-util: 0.344
  layout-area-overhead-vs-synth_pct: 14.3
  final.fill_count: 38500
hold_path:
  min_path_type: "reg2reg"
[through the flow]
stage | area [µm²] | cells
after detailed placement | 133000 | 14400
after global routing | 142000 | 14900
final | 142000 | 14900
after global placement | 133000 | 14400
after CTS | 142000 | 14900
after floorplan | 125000 | 9195
[power breakdown]
| part | total, W | internal, W | switching [W] |
|---|---|---|---|
| Sequential | 0.00878 | 0.00853 | 0.000243 |
| Combinational | 0.00224 | 0.000720 | 0.00152 |
| Clock | 0.00697 | 0.00402 | 0.00295 |
| Total | 0.0180 | 0.0133 | 0.00471 |
[registers in the layout (all words and copies together) (netlist names), 34 cells and up]
signal,cells
inA_queue.mem,1122
inB_queue.data_out,34
inB_queue.mem,1122
inA_queue.data_out,34
portB_fsm.outData,34
portA_fsm.outData,34
[final cells by class]
cell class / instances / area share
clock buffers: 410 / 0.0576
repair buffers: 550 / 0.0319
flip-flops and latches: 2616 / 0.531
multi-input cells: 5690 / 0.323
diodes: 11 / 0.000194
clock inverters: 112 / 0.00671
well taps: 5474 / 0.0482
inverters: 41 / 0.00113
[final timing paths]
| path | end | depth (start not counted) | startpoint |
|---|---|---|---|
| worst max register to register | inB_queue.data_out[22] | 9 | inB_queue.front_ptr[0] |
| worst max-delay path | inA_queue.data_out[25] | 9 | reset_n |
| worst min-delay path | portA_fsm.outData[1] | 0 | portA_fsm.inData_d[1] |
| worst min register to register | portA_fsm.outData[1] | 0 | portA_fsm.inData_d[1] |
[critical path: stages]
cell and delay, ns:
buf_4 0.23, inv_8 0.53, buf_4 0.68, buf_4 0.81, buf_4 0.76, buf_4 0.68
o21ai_0 0.20, a21o_1 0.20, a21oi_1 0.13
[kinds of logic after synthesis]
family          Yosys count
xor+xnor                 33
buf+inv                 889
fa+ha+maj                24
flops                  2616
compound gates         1953
simple gates           1661
mux                    2019
[placed cells by master (no fill, tap or decap), types with 48 or more instances in the layout]
master,instances
dfxtp_1,302
nor4_1,67
nand3_1,352
clkdlybuf4s50_1,138
clkbuf_16,303
nor2_4,50
buf_4,406
clkbuf_1,85
a22oi_1,555
mux2i_1,84
clkinv_1,51
nor2_1,196
o21ai_0,363
a22o_1,142
a21oi_1,394
nand2_1,478
mux2_2,1929
a211oi_1,71
edfxtp_1,2314
a32oi_1,48
a2111oi_0,96
o21a_1,58
nand4_1,142
a21o_1,48
a32o_1,56
[metal layers]
metal,track usage,vias to the layer above,share of wire,routed length [µm]
met1,0.245,42700,0.32,146000
met3,0.158,1276,0.17,77300
li1,-,36200,-,-
met5,0.0112,-,0.0014,644
met2,0.329,6079,0.44,201000
met4,0.107,18,0.062,28000
No activity file was given, so power comes from the tool's default toggle rates.
